`flow/design.v`:
```
module top(
    input logic			CLOCK_50,
    input logic [3:0]	KEY,
    output logic [9:0] 	LEDR,
    output logic [6:0]	HEX0,
	output logic [6:0]	HEX1,
    input logic RX_PIN,
    output logic TX_PIN
);
	logic [7:0] read_data;
	logic read, address, cs;
	uart u0 (
		.clk_clk                                       (CLOCK_50),                                        
		.controller_uart_bridge_0_cpu_slave_chipselect (cs),  
		.controller_uart_bridge_0_cpu_slave_readdata   (read_data),    
		.controller_uart_bridge_0_cpu_slave_address    (address),     
		.controller_uart_bridge_0_cpu_slave_read       (read),        
		.reset_reset_n                                 (KEY[0]),                                  
		.rs232_0_external_interface_RXD                (RX_PIN),                 
		.rs232_0_external_interface_TXD                (TX_PIN)                  
	);
	assign LEDR[0] = KEY[0];
	assign read = 1'b1;
	assign cs = 1'b1;
	logic button;
	logic [7:0] hex;
	enum {BUT, HEX} state;
	always_ff @(posedge CLOCK_50 or negedge KEY[0]) begin
		if (!KEY[0]) begin
			address <= 1'b0;
		end else begin
			address <= ~address;
            if (address) button <= read_data[0];
            else hex <= read_data;
		end
	end
	hex7seg hex2(.hexIn(hex[3:0]), .HEX0(HEX0));
	hex7seg hex3(.hexIn(hex[7:4]), .HEX0(HEX1));
	assign LEDR[9] = button;
endmodule
module hex7seg( input  logic [3:0] hexIn,
                input logic blank,
                output logic [6:0] HEX0);
    always_comb begin
        if (blank) begin
            HEX0 = 7'b1111111;
        end else begin
            case (hexIn)
                4'h0: HEX0 = 7'b1000000;  
                4'h1: HEX0 = 7'b1111001;  
                4'h2: HEX0 = 7'b0100100;  
                4'h3: HEX0 = 7'b0110000;  
                4'h4: HEX0 = 7'b0011001;  
                4'h5: HEX0 = 7'b0010010;  
                4'h6: HEX0 = 7'b0000010;  
                4'h7: HEX0 = 7'b1111000;  
                4'h8: HEX0 = 7'b0000000;  
                4'h9: HEX0 = 7'b0010000;  
                4'hA: HEX0 = 7'b0001000;  
                4'hB: HEX0 = 7'b0000011;  
                4'hC: HEX0 = 7'b1000110;  
                4'hD: HEX0 = 7'b0100001;  
                4'hE: HEX0 = 7'b0000110;  
                4'hF: HEX0 = 7'b0001110;  
                default: HEX0 = 7'b1111111;  
            endcase
        end
    end
endmodule
```
`flow/run.sh`:
```
#!/bin/bash
# OpenROAD 26Q1-2900-gdf79404cd8, Yosys 0.63+post, stock flow scripts
make -C /OpenROAD-flow-scripts/flow DESIGN_CONFIG=/design/flow/config.mk WORK_HOME=/design/flow/orfs finish
```
`flow/config.mk`:
```
export PLATFORM = sky130hd
export DESIGN_NAME = hex7seg
export DESIGN_NICKNAME = hex7seg
export VERILOG_FILES = /design/flow/design.v
export SDC_FILE = /design/flow/constraint.sdc
export NUM_CORES = 4
export LEC_CHECK = 1
export CORE_AREA = 10 10 70 70
export DIE_AREA = 0 0 80 80
```
`flow/constraint.sdc`:
```
current_design hex7seg

set clk_period 1.2
set clk_io_pct 0.2

create_clock -name clk0 -period $clk_period

set non_clock_inputs [all_inputs -no_clocks]
set_input_delay [expr $clk_period * $clk_io_pct] -clock clk0 $non_clock_inputs
set_output_delay [expr $clk_period * $clk_io_pct] -clock clk0 [all_outputs]
```
==> out/qor.yml <==
status: "finished with violations"
violations: "negative setup slack"
wl_um: 985
period_minus_slack_ns: 1.46
diodes: 0
syn_to_final_growth_pct: 114
peakVddDrop_mv: 0.104
leakage_nw: 0.263
fp.dieH_um: 80
core_area_mm2: 0.00342
num-clock-buffers: 0
wire_per_inst_um: 9.66
io_pins: 12
warnings: 41
placed_cell_area_um2: 563
vias: 332
seqPwrFrac: 0
firstDrtPassIters: 4
synth_chip_area_um2: 299
dieArea_mm2: 0.00640
layout-drive-gt1-share: 0.625
yosysSeqAreaShare: 0
finalClockPeriodUsage: 1.22
power.density_mw_per_mm2: 289
p_sw_mw: 0.0765
drcViolationCount: 0
drt-initial-drc-count: 14
finalSetupTns_ns: -1.16
synth.avg_cell_area_um2: 8.54
grt_pass1_wl_um: 1700
finalPower_mw: 0.185
max-slew-margin-rel: 0.873
dp_hpwl_um: 821
grt.overflow.total: 0
max_freq_ghz: 0.683
fp.dieW_um: 80
syn-instance-count: 35
postRouteAntennaNets: 0
hold_depth: 4
worst_pin_slew_ns: 0.189
setup_ws_ns: -0.263
avgViaCountPerCell: 3.25
holdWs_ns: 0.948
finalNonFillerCells: 102
io_buffers: 12
first_global_vias: 354
logic_area_um2: 353
path_class: "primary input to primary output"
p_comb_frac: 1.000
worstPathArrival_ns: 1.22
setup_viol: 7
gp_congestion: 0.740
fin_area_um2: 641
grt_max_degree: 9
max_cap_viol_count: 0
cp.required_ns: 0.96
antenna_found_initial: 0
rsz0062_at_grt: "yes"
p_clk_frac: 0
netSwitchingFraction: 0.414
min_path_type: "primary input to primary output"
ff_count: 0
hold_viol: 0
nFillCells: 380
startpoint_type: "primary input"
fp_util: 0.0875
place_inst: 101
row_count: 21
final_core_util: 0.188
crit_fanout: 4
seq_area_um2: 0
end_kind: "primary output"
ys_warn_count: 1
place_worst_setup_slack_ns: -1.17
syn_area_um2: 299
p_int_mw: 0.108
ys_cells: 35
synthDistinctLibCells: 18
track_usage: 0.0316
drv_slew: 0
-- repair_timing --
action,CTS,global route
endpoints found under the hold margin,0,0
resized,64,0
pin swaps,7,2
endpoints found under the setup margin,7,7
setup buffers,1,0
hold buffers,0,0
-- path summary, 6_finish.rpt --
check / endpoint / start / slack [ns]
hold / removal: HEX0[3] / hexIn[3] / 0.95
setup / recovery: HEX0[1] / hexIn[1] / -0.26
-- power groups by stage --
stage / registers [mW] / logic (mW) / clock network, mW
final: 0 / 0.185 / 0
after CTS: 0 / 0.187 / 0
after global routing: 0 / 0.205 / 0
-- per-layer routing --
metal | share of wire | wire length (um) | up-vias | global-route usage
met3 | 0.072 | 71 | 0 | 0.00795
met1 | 0.52 | 515 | 150 | 0.0455
met4 | 0 | 0 | 0 | 0
met2 | 0.41 | 399 | 8 | 0.0490
met5 | 0 | 0 | - | 0
li1 | - | - | 174 | -
-- synthesized netlist by cell type --
library cell	number	area, um^2
mux2_1	2	22.5
a211o_1	1	8.76
nand2_2	1	6.26
inv_1	3	11.3
nand2_1	1	3.75
nor2b_1	2	12.5
a221o_1	2	20.0
and3_1	1	6.26
nor3_1	1	5.00
nor2_1	2	7.51
buf_6	2	22.5
o221ai_1	1	8.76
a32oi_1	2	17.5
or2_2	1	6.26
nand2b_1	2	12.5
mux2i_1	3	30.0
a311o_1	1	10.0
ha_1	7	87.6
-- critical path, stage by stage --
cell and delay [ns]:
buf_12 0.11, inv_8 0.07, ha_4 0.19, or2_4 0.23, a311o_1 0.27, buf_2 0.12
-- final cells by class --
class	count	share of cell area
repair buffers	23	0.318
inverters	3	0.0410
well taps	46	0.0898
multi-input cells	30	0.551
-- placed cells by master, fill, tap and decap left out --
cell	Yosys	layout
buf_4	0	7
buf_2	0	7
ha_4	0	6
buf_6	2	5
mux2i_1	3	3
inv_8	0	2
mux2_4	0	2
nand2b_1	2	2
nor2b_1	2	2
nor2_1	2	2
a32oi_1	2	2
a221o_1	2	2
buf_12	0	2
nor3_1	1	1
a211o_1	1	1
inv_1	3	1
o221ai_1	1	1
or2_4	0	1
nand2_1	1	1
nand2_2	1	1
and3_1	1	1
a311o_1	1	1
ha_2	0	1
dlygate4sd2_1	0	1
clkdlybuf4s15_2	0	1
-- cells by family after synthesis --
logic type      synth area share
fa+ha+maj                  0.293
compound gates             0.218
mux                        0.176
buf+inv                    0.113
simple gates               0.201
Power and IR drop assume default switching activity.
