### design/flow/design.v
module ControllerState (
    input logic clk,
    input logic rst_n,
    output logic m_address,
    output logic m_cs,
    output logic [3:0] m_byte_enable,
    output logic m_read,
    output logic m_write,
    output logic [31:0] m_write_data,
    input logic [31:0] m_read_data,
    input logic irq,
    input logic s_address,
    input logic s_cs,
    input logic s_read,
    output logic [7:0] s_read_data
    );
assign m_write_data = 32'h0;
assign m_cs = 1'b1;
enum {DELAY, WAIT, READ} state;
logic [6:0] data[1:0];
logic [1:0] counter;
logic [7:0] read_byte;
assign read_byte = m_read_data[7:0];
logic data_valid;
assign data_valid = m_read_data[15];
always_ff @(posedge clk or negedge rst_n) begin
    if (!rst_n) begin
        state <= DELAY;
        data[1] <= 7'd0;
        data[0] <= 7'd0;
    end else begin
        case(state)
            DELAY: begin
                state <= WAIT;
            end
            WAIT: begin
                if (data_valid) begin
                    state <= READ;
                end
            end
            READ: begin
                data[read_byte[7]] <= read_byte[6:0];
                state <= DELAY;
            end
        endcase
    end
end
always_comb begin
    m_read = 1'b0;
    m_byte_enable = 4'b0000;
    m_address = 1'b0;
    case(state)
        DELAY: begin
            m_read = 1'b1;
            m_byte_enable = 4'b0010;
        end
        WAIT: begin
            m_read = 1'b1;
            m_byte_enable = (data_valid) ? 4'b0001 : 4'b0010;
        end
    endcase
end
assign s_read_data = (s_read & s_cs) ? (s_address) ? {7'd0, data[1][0]}: {data[1][1], data[0]} : 8'bzzzzzzzz;
endmodule
### design/flow/run.sh
#!/bin/bash
# OpenROAD 26Q1-2900-gdf79404cd8, Yosys 0.63+post, stock flow scripts
make -C /OpenROAD-flow-scripts/flow DESIGN_CONFIG=/design/flow/config.mk WORK_HOME=/design/flow/orfs finish
### design/flow/config.mk
export PLATFORM = sky130hd
export DESIGN_NAME = ControllerState
export DESIGN_NICKNAME = ControllerState
export VERILOG_FILES = /design/flow/design.v
export SDC_FILE = /design/flow/constraint.sdc
export NUM_CORES = 4
export LEC_CHECK = 1
export CORE_AREA = 10 10 81 81
export DIE_AREA = 0 0 91 91
### design/flow/constraint.sdc
current_design ControllerState

set clk_period 2.5
set clk_io_pct 0.2

create_clock -name clk0 -period $clk_period [get_ports {clk}]

set non_clock_inputs [all_inputs -no_clocks]
set_input_delay [expr $clk_period * $clk_io_pct] -clock clk0 $non_clock_inputs
set_output_delay [expr $clk_period * $clk_io_pct] -clock clk0 [all_outputs]
==> flow.log <==
[flow] collecting metrics
[metrics] die span in x: around 91 microns
[metrics] CTS Hold Bufs: 0
[metrics] transition time at the pin with the least slew margin: between 0.5 and 0.6 ns
[metrics] final sum of negative setup slack: 0 ns
[metrics] hold slack: 0.3983 ns
[metrics] number of CTS-inserted buffers: 3
[metrics] min cycle time layout: between 2 and 2.5 ns
[metrics] count of cell types in the netlist: 14
[metrics] number of rows in the core area: 25
[metrics] initial antenna violation count: 0
[metrics] highest fanout seen on the critical path: 2
[metrics] power after layout: ~430 uW
[metrics] WHS Endpoint: state[0]
[metrics] hold violation total from the final report: 0
[metrics] critical path startpoint: s_address
[metrics] share of the core filled by cells before placement: 0.1722
[metrics] Main area contributors: buf_4, dfrtp_1, mux2_4, nor2b_1, mux2_2
[metrics] CTS clk-pin slew, worst paths: roughly 0.05 ns
[metrics] Bufs on Longest Clock Path: 2
[metrics] standard cell core area: roughly 4800 sq um
[metrics] worst-path cell with the longest stage delay: clkdlybuf4s50_1
[metrics] crit-path most repeated cell: clkdlybuf4s50_1
[metrics] capturing point of the worst reg2reg path: data[0][4]
[metrics] die footprint: roughly 8300 sq um
[metrics] DR WL/cell: 10.58 microns
[metrics] boundary pin count: roughly 86
[metrics] Post-synth seq share: 0.3635
[metrics] chip area line of the yosys report: 829.5 sq um
[metrics] Chip Height: a little over 90 microns
[metrics] IR Drop Worst-Case VDD: between 150 and 200 uV
[metrics] post-route fraction of the period consumed by the critical path: 0.9072
[metrics] antenna viol nets, final: 0
[metrics] RSZ-0062 raised after global routing: false
[metrics] Worst Path Arrival: roughly 1.8 ns
[metrics] Area Overhead vs Synth: 25.19%
[metrics] cell count of the worst hold path: 0
[metrics] Final setup viols: 0
[metrics] Routed Wire Length: 1767 microns
[metrics] layout cells sized above 1: 0.1800
[metrics] result of the run: completed
[metrics] Final Max Slew Viols: 0
[metrics] post-CTS resize count: 0
[metrics] count of warnings emitted by yosys: 4
[metrics] total half-perimeter wirelength after legalization and detailed placement: about 1500 microns
[metrics] Avg Cell Area, Syn: about 11 sq um
[metrics] launching element type of the critical path: input pin
[metrics] most common cell after layout, fill and taps aside: conb_1
[metrics] TritonCTS clock tree: built
[metrics] Leakage Power: about 0.52 nW
[metrics] routed via count: roughly 460
[metrics] Fmax achieved: 440.9 MHz
[metrics] global placement routability congestion: between 0.7 and 0.8
[metrics] iteration-0 DRC count of the detailed router: 8
[metrics] Post-Route Utilization: 0.2156
[metrics] Filler Cells Inserted: 544
[metrics] total antenna diodes in the routed design: 0
[metrics] global route overflow: 0
[metrics] cell total in the yosys stat output: between 70 and 80
[metrics] Reg2Reg Launch Point: state[1]
[metrics] via count of the first global-routing pass: around 540
[metrics] total number of H-tree levels: 1
[metrics] Pwr Density: a little over 400 nW/um^2
[metrics] worst min-delay path category: flip-flop to flip-flop
[metrics] Crit path required time: 2.00 ns
[metrics] Top cell area share: 0.3348
[metrics] largest area contributor in the synthesized netlist: buf_4
[metrics] series of cell instances along the critical path: clkdlybuf4s50_1 -> mux2_2 -> clkdlybuf4s50_1
[metrics] critical path type: input pin to output port
[metrics] vias per cell: 2.749
[metrics] CP peak stage delay: around 0.5 ns
[metrics] Total GRT Usage: 0.03675
[metrics] Reg2Reg Setup Slack: 1.36 ns
[metrics] number of buffers inserted by post-CTS setup repair: 0
[metrics] number of max-capacitance violations reported: 0
[metrics] largest net degree at the start of global routing: 13
[metrics] Inst Count DP: 163
[metrics] commonest non-fill, non-tap cells in the layout: conb_1, clkdlybuf4s50_1, dfrtp_1
[metrics] Clock Skew: roughly 0.0026 ns
[metrics] Flops after synth: 12
[metrics] Reg2Reg Depth: 2
[metrics] final non-filler cell total: approximately 170
[metrics] Setup crit end kind: output port
[metrics] Latency at later pin: about 0.23 ns
[metrics] number of design rule violations left after detail routing: 0
[metrics] source of the worst hold timing path: state[1]
[metrics] wire length of the first global-routing pass: 2594 microns
[metrics] first drt pass iteration count: 4
[metrics] clock net sink count: 12
[metrics] count of buffers from port buffering: 22
[metrics] total number of warnings across the stage logs: about 50
[metrics] Clock Tree Root: clkbuf_8
[metrics] Syn Inst Count: 76
[metrics] headroom to the max-slew limit: 0.6484
[metrics] cell area after synthesis: just over 800 sq um
-- Yosys cell counts --
cell	n
mux2_4	7
or2_2	1
a21o_1	2
nor2b_4	1
dfrtp_1	11
nand2_1	1
and2_1	1
conb_1	2
inv_1	1
dfstp_2	1
nor2b_1	7
mux2_2	3
buf_4	37
buf_6	1
-- worst max-delay path: cells and delay by family --
kind / cells / cell delay [ns]
buf+inv: 2 / 0.91
mux: 1 / 0.35
-- final cells by class --
class	instances	area [sq um]	share of cell area
Clock buffer	4	55.05	0.05301
Inverter	1	3.754	0.003614
Multi-Input combinational cell	60	366.6	0.3530
Sequential cell	12	301.5	0.2904
Tap cell	67	83.83	0.08072
Timing Repair Buffer	23	227.7	0.2193
-- where the power goes --
group | leakage, nW | switching [mW] | total (mW) | internal (mW)
Sequential | 0.164 | 0 | 0.195 | 0.195
Clock | 0.0288 | 0.0648 | 0.203 | 0.139
Combinational | 0.322 | 0.0133 | 0.0300 | 0.0166
Total | 0.515 | 0.0781 | 0.428 | 0.350
-- sequential cells by signal, indices dropped and copies added, names as in the netlist --
register  cells
data          9
state         3
-- stage by stage --
stage | setup WS, ns | instance area, sq um
2_1_floorplan | 1.218 | 960.9
3_3_place_gp | 0.1990 | 983.4
3_5_place_dp | 0.2144 | 983.4
4_1_cts | 0.2070 | 1039
5_1_grt | 0.2063 | 1039
6_report | 0.2320 | 1039
-- layer usage --
layer  global-route usage  up-vias  share of wire
met3             0.009129        2          0.067
li1                     -      211              -
met5                    0        -              0
met1              0.04644      210           0.45
met4              0.01175        0          0.023
met2              0.06026       36           0.46
-- kinds of logic after synthesis --
kind of cell	count (synthesis)	synth area share
buffers and inverters	39	0.3529
flip-flops	12	0.3635
AND/OR/NAND/NOR	11	0.08899
multiplexers	10	0.1674
AND-OR/OR-AND	2	0.01809
other	2	0.009053
-- worst max-delay path by stage --
stage,cells past startpoint,to
after CTS,3,s_read_data[0]
after global routing,3,s_read_data[0]
final,3,s_read_data[0]
No activity file was given, so power comes from the tool's default toggle rates.
